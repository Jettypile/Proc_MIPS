### flow/run.sh
#!/bin/bash
# OpenROAD 26Q1-2900-gdf79404cd8, Yosys 0.63+post, stock flow scripts
make -C /OpenROAD-flow-scripts/flow DESIGN_CONFIG=/design/flow/config.mk WORK_HOME=/design/flow/orfs finish
### flow/config.mk
export PLATFORM = sky130hd
export DESIGN_NAME = pipelineDX
export DESIGN_NICKNAME = pipelineDX
export VERILOG_FILES = /design/flow/design.v
export SDC_FILE = /design/flow/constraint.sdc
export NUM_CORES = 4
export LEC_CHECK = 1
export CORE_AREA = 10 10 156 156
export DIE_AREA = 0 0 166 166
### flow/constraint.sdc
current_design pipelineDX

set clk_period 3.1
set clk_io_pct 0.2

create_clock -name clk0 -period $clk_period [get_ports {clk}]

set non_clock_inputs [all_inputs -no_clocks]
set_input_delay [expr $clk_period * $clk_io_pct] -clock clk0 $non_clock_inputs
set_output_delay [expr $clk_period * $clk_io_pct] -clock clk0 [all_outputs]
### flow/design.v
module dff (
            q,
            d, clk, rst
            );
    output         q;
    input          d;
    input          clk;
    input          rst;
    reg            state;
    assign #(1) q = state;
    always @(posedge clk) begin
      state = rst? 0 : d;
    end
endmodule
module register(In, Clk, Rst, Out);
   parameter regSize = 16;
   input [regSize-1:0] In;
   input Clk, Rst;
   output [regSize-1:0] Out;
   dff regFF [regSize-1:0] (.d(In), .clk(Clk), .rst(Rst), .q(Out));
endmodule
module pipelineDX(clk, rst, instr_op_ext_IN, ALUInA_IN, ALUInB_IN, writeRegDataDecode_IN, writeSetInDecode_IN, 
                  memData_IN, HaltSel_CNTRL_IN, writeEnDecode_IN, writeRegSelDecode_IN, ALUInA_OUT, ALUInB_OUT,
                  instr_op_ext_OUT, writeRegDataDecode_OUT, writeSetInDecode_OUT, memData_OUT, HaltSel_CNTRL_OUT,
                  writeEnDecode_OUT, writeRegSelDecode_OUT, flush, stall,
                  regSelRs_OUT, regSelRt_OUT, regSelRs_IN, regSelRt_IN,
                  regRsUpdate, regRtUpdate, memDataUpdate, writeDataDecodeUpdate);
   input clk, rst, flush, stall;
   input writeSetInDecode_IN, HaltSel_CNTRL_IN, writeEnDecode_IN;
   input [2:0] writeRegSelDecode_IN, regSelRs_IN, regSelRt_IN;
   input [6:0] instr_op_ext_IN;  
   input [15:0] ALUInA_IN, ALUInB_IN, writeRegDataDecode_IN, memData_IN;
   input [15:0] regRsUpdate, regRtUpdate, memDataUpdate, writeDataDecodeUpdate;
   output writeSetInDecode_OUT, HaltSel_CNTRL_OUT, writeEnDecode_OUT;
   output [2:0] writeRegSelDecode_OUT, regSelRs_OUT, regSelRt_OUT;
   output [6:0] instr_op_ext_OUT;
   output [15:0] ALUInA_OUT, ALUInB_OUT, writeRegDataDecode_OUT, memData_OUT;
   wire writeSetInDecode_regIN, HaltSel_CNTRL_regIN, writeEnDecode_regIN;
   wire [2:0] writeRegSelDecode_regIN, regSelRs_regIN, regSelRt_regIN;
   wire [6:0] instr_op_ext_regIN;
   wire [15:0] ALUInA_regIN, ALUInB_regIN, writeRegDataDecode_regIN, memData_regIN;  
   wire [15:0] instr_op_ext_regOUT, writeRegSelDecode_regOUT, regSelRs_regOUT, regSelRt_regOUT;
   assign ALUInA_regIN = (stall) ? regRsUpdate : ALUInA_IN;
   assign ALUInB_regIN = (stall) ? regRtUpdate : ALUInB_IN;
   assign instr_op_ext_regIN = (flush | rst) ? 7'b0000100 :  
                               (stall) ? instr_op_ext_OUT : instr_op_ext_IN;
   assign writeRegDataDecode_regIN = (stall) ? writeDataDecodeUpdate : writeRegDataDecode_IN;
   assign writeSetInDecode_regIN = (stall) ? writeSetInDecode_OUT : writeSetInDecode_IN;
   assign memData_regIN = (stall) ? memDataUpdate : memData_IN;
   assign HaltSel_CNTRL_regIN = (stall) ? HaltSel_CNTRL_OUT : HaltSel_CNTRL_IN;
   assign writeEnDecode_regIN = (stall) ? writeEnDecode_OUT : writeEnDecode_IN;
   assign writeRegSelDecode_regIN = (stall) ? writeRegSelDecode_OUT : writeRegSelDecode_IN;
   assign regSelRs_regIN = (stall) ? regSelRs_OUT : regSelRs_IN;
   assign regSelRt_regIN = (stall) ? regSelRt_OUT : regSelRt_IN;
   register regSelRs_REG(.In({{13{1'b0}}, regSelRs_regIN}), 
                                  .Clk(clk), .Rst(rst | flush), .Out(regSelRs_regOUT));  
   assign regSelRs_OUT = regSelRs_regOUT[2:0];
   register regSelRt(.In({{13{1'b0}}, regSelRt_regIN}), 
                                  .Clk(clk), .Rst(rst | flush), .Out(regSelRt_regOUT));  
   assign regSelRt_OUT = regSelRt_regOUT[2:0];
   register ALUInA_REG(.In(ALUInA_regIN), .Clk(clk), .Rst(rst | flush), .Out(ALUInA_OUT));  
   register ALUInB_REG(.In(ALUInB_regIN), .Clk(clk), .Rst(rst | flush), .Out(ALUInB_OUT));  
   register instr_op_ext_REG(.In({{9{1'b0}}, instr_op_ext_regIN}), .Clk(clk), .Rst(1'b0), .Out(instr_op_ext_regOUT));  
   assign instr_op_ext_OUT = instr_op_ext_regOUT[6:0]; 
   register writeRegDataDecode_REG(.In(writeRegDataDecode_regIN), .Clk(clk), .Rst(rst | flush), .Out(writeRegDataDecode_OUT));  
   dff writeSetInDecode_DFF(.d(writeSetInDecode_regIN), .clk(clk), .rst(rst | flush), .q(writeSetInDecode_OUT));  
   register memData_REG(.In(memData_regIN), .Clk(clk), .Rst(rst | flush), .Out(memData_OUT));  
   dff HaltSel_CNTRL_DFF(.d(HaltSel_CNTRL_regIN), .clk(clk), .rst(rst | flush), .q(HaltSel_CNTRL_OUT));  
   dff writeEnDecode_DFF(.d(writeEnDecode_regIN), .clk(clk), .rst(rst | flush), .q(writeEnDecode_OUT));  
   register writeRegSelDecode_REG(.In({{13{1'b0}}, writeRegSelDecode_regIN}), 
                                  .Clk(clk), .Rst(rst | flush), .Out(writeRegSelDecode_regOUT));  
   assign writeRegSelDecode_OUT = writeRegSelDecode_regOUT[2:0];
endmodule
==> flow_summary.ini <==
; implementation run metrics
[yosys]
ys.warnings.count = 1
yosysMostFrequentCell = dfxtp_1
ys_seq_share_pct = 45.92
syn_inst = 348
ys_types = 11
synth-edff-count = 0
netlist.area_leader.share_pct = 45.92
synth_area_per_cell_um2 = 10.40
ys_chip_area_um2 = 3618
async_flop_share_pct = 0
area_leaders = dfxtp_1 (46%), mux2i_1 (23%), buf_4 (17%)
syn_area_um2 = 3618
largest_area_cell = dfxtp_1
synthFlopType = dfxtp_1
ys_cells = 348
top_cells_by_count = dfxtp_1 (83), mux2i_1 (82), nor2_1 (82)
ys_ff = 83

[clock_network]
htreeDepth = 3
clk_transition_reported_paths_ns = 0.06
cts_tree = yes
worstSkewPairLatency_ns = 0.34
hold_buffers = 0
numCtsBuffers = 9
clockBufferDepth = 2
cts.sinks = 83
cts_setup_buffers = 0
cts_resized = 0
cts_root_buf = clkbuf_16

[critical_path]
crit_path_end_kind = output pin
rrSetupSlack_ns = 2.41
cp_cell_sequence = clkdlybuf4s50_1
cp.buffers_inverters = 1
critPathMaxFanout = 1
cpLargestDelayFamily = buffers and inverters
critPathSlowestCell = clkdlybuf4s50_1
cp.arrival_ns = 1.18
crit_type = flip-flop to output pin
crit_required_ns = 2.48
cpPeakStageDelay_ns = 0.54
start_kind = flip-flop

[sta]
rsz0062_at_grt = false
fin_setup_tns_ns = 0
worst_slack_ns = 1.305
clock_skew_ns = 0
max_slew.worst_pin.slew_ns = 0.5295
finalCritPeriodShare_pct = 57.91
relSlewSlack_pct = 64.70
drv_slew = 0
max_freq_ghz = 0.5571
finalSetupViolCount = 0
finalCriticalPeriod_ns = 1.795
finalHoldViolations = 0

[placement]
place_inst = 762
gp_congestion = 0.7589
io_buffer_count = 233
dpl_worst_slack_ns = 0.9451
dp.final_hpwl_um = 8910

[drt]
antennaDiodeCount = 0
vias = 2647
postRouteAntennaNets = 0
first_iter_violations = 78
wl_per_cell_um = 14.35
route.detailed.drc = 0
drt_pass1_iterations = 4
drt_wl_total_um = 11130
vias_per_cell = 3.411

[power]
ir_worst_vdd_v = 0.0001985
p_leak_nw = 2.355
p_per_area_nw_per_um2 = 444.7

[hold_path]
hold_path.class = flip-flop to flip-flop

[floorplan]
io_pins = 234
fp-utilization_pct = 17.21
die-area_um2 = 27560
die_h_um = 166
die_w_um = 166
core-area_um2 = 21020
num_rows = 53

[grt]
overflow = 0
grt_usage_pct = 7.799
grt_pass1_wl_um = 16830
antenna_found_initial = 0
grt_pass1_vias = 2838
grt_max_degree = 48

[status]
status = finished clean

[layout]
final_cells = 776
drive_gt1_share_pct = 3.792
area_growth_syn_to_layout_pct = 60.93

[run]
maxCapViolations = 0
tool_warnings = 25
## layout make-up
| class | count | area (um2) |
|---|---|---|
| repair buffers | 237 | 2385 |
| well taps | 275 | 344.1 |
| flip-flops and latches | 83 | 1662 |
| clock inverters | 3 | 40.04 |
| multi-input cells | 167 | 1150 |
| clock buffers | 11 | 242.7 |
| fillers | 2261 | 15200 |
## layout by cell type, fill, tap and decap left out
master | synthesis | final
clkbuf_16 | 0 | 9
nor2_1 | 82 | 82
dfxtp_1 | 83 | 83
buf_12 | 7 | 2
clkbuf_8 | 0 | 1
clkbuf_1 | 1 | 1
nor2b_1 | 1 | 1
buf_4 | 80 | 3
or2_2 | 0 | 1
a211o_1 | 1 | 1
clkinv_2 | 0 | 2
clkdlybuf4s50_1 | 0 | 232
mux2i_1 | 82 | 82
bufinv_16 | 0 | 1
## per-layer routing
layer  vias to the layer above  wire length, um  track usage [%]
li1                       1342                -                -
met1                      1159             4540            9.123
met2                       136             5212            12.87
met3                        10             1236            4.129
met4                         0              143           0.7704
met5                         -                0                0
## state kept, by name, summed over array words and instances, names as in the netlist, 3 cells and up
signal / count
instr_op_ext_REG.regFF.state: 7
writeRegDataDecode_REG.regFF.state: 16
ALUInB_REG.regFF.state: 16
ALUInA_REG.regFF.state: 16
regSelRs_REG.regFF.state: 3
memData_REG.regFF.state: 16
regSelRt.regFF.state: 3
writeRegSelDecode_REG.regFF.state: 3
## stage by stage
step / power [mW] / hold slack, ns / cell area (um2) / utilization (%)
after floorplan: 1.339 / 0.4400 / 3618 / -
after global placement: 1.578 / 0.4581 / 5540 / 26.36
after detailed placement: 1.580 / 0.4548 / 5540 / 26.36
after CTS: 2.655 / 0.4714 / 5823 / 27.70
after global routing: 2.725 / 0.4909 / 5823 / 27.70
final: 2.590 / 0.4666 / 5823 / 27.70
## power by group
| group | internal [mW] | leakage, nW | switching [mW] |
|---|---|---|---|
| logic | 0.302 | 1.53 | 0.118 |
| registers | 1.11 | 0.681 | 0.0125 |
| clock network | 0.634 | 0.141 | 0.410 |
| total | 2.05 | 2.36 | 0.540 |
## path summary, 6_finish.rpt
check | start | end | cells past startpoint
worst max-delay path | writeRegDataDecode_REG.regFF[14].state | writeRegDataDecode_OUT[14] | 1
worst max register to register | instr_op_ext_REG.regFF[2].state | instr_op_ext_REG.regFF[2].state | 1
worst min register to register | instr_op_ext_REG.regFF[2].state | instr_op_ext_REG.regFF[2].state | 1
worst min-delay path | instr_op_ext_REG.regFF[2].state | instr_op_ext_REG.regFF[2].state | 1
## cells by family after synthesis
kind of cell,share of synthesized area (%)
flops,45.92
buf+inv,22.30
compound gates,0.2421
mux,22.68
simple gates,8.852
Power and IR drop assume default switching activity.
